$ cat flow/design.v
`timescale 1ps / 1ps
module lower_ALU_mux(
input [31:0]data_from_instruction_memory,input [31:0]data_from_mem_stage,input [31:0]data_from_WB_stage,input [1:0]lower_ALU_mux_select_line,output reg [31:0]bypassed_data);
always@(*)
begin
if (lower_ALU_mux_select_line==2'b00)
bypassed_data=data_from_instruction_memory;
else if (lower_ALU_mux_select_line==2'b01)
bypassed_data=data_from_mem_stage;
else if(lower_ALU_mux_select_line==2'b10)
bypassed_data=data_from_WB_stage;
else
bypassed_data=data_from_instruction_memory;
end
endmodule
$ cat flow/run.sh
#!/bin/bash
# OpenROAD 26Q1-2900-gdf79404cd8, Yosys 0.63+post, stock flow scripts
make -C /OpenROAD-flow-scripts/flow DESIGN_CONFIG=/design/flow/config.mk WORK_HOME=/design/flow/orfs finish
$ cat flow/config.mk
export PLATFORM = sky130hd
export DESIGN_NAME = lower_ALU_mux
export DESIGN_NICKNAME = lower_ALU_mux
export VERILOG_FILES = /design/flow/design.v
export SDC_FILE = /design/flow/constraint.sdc
export NUM_CORES = 4
export LEC_CHECK = 1
export CORE_AREA = 10 10 78 78
export DIE_AREA = 0 0 88 88
$ cat flow/constraint.sdc
current_design lower_ALU_mux

set clk_period 3.0
set clk_io_pct 0.2

create_clock -name clk0 -period $clk_period

set non_clock_inputs [all_inputs -no_clocks]
set_input_delay [expr $clk_period * $clk_io_pct] -clock clk0 $non_clock_inputs
set_output_delay [expr $clk_period * $clk_io_pct] -clock clk0 [all_outputs]
==> run notes <==
run results: status completed, Setup WS pre-CTS 0.501 ns, Synth Seq Share 0, Max VDD drop 0.108 mV, diode count 0, DRT Pass-1 Iters 3, CP required 2.40 ns, post-cts hold-fix buffer tally 0, cell taking the most area after synthesis mux2i_1, number of buffers added on ports 130, Yosys top cell area share 0.888, layout cells sized above 1 0.0218, final core utilization 0.533, Tcrit/Tclk final 0.826, logic area 961 µm², Least-Margin Pin Slew 0.423 ns, placed instance area 2350 µm², Leak 1.09 nW, RSZ-0062 raised after global routing no, distinct lib cells 5, Yosys Chip Area 1080 µm², post-DR vias/cell 4.55, GRT Util Overall 0.117, FF/Latch Area 0 µm², final setup fails 0, # Cells Yosys 107, Die X 88 µm, die height 88 µm, Placement Rows 24, Slew headroom 0.718, Die ar. 7740 µm², Flop Count 0, wire per inst 17.6 µm, core area 4410 µm², GP Congestion 0.855, final wirelength 4930 µm, tool warnings 33, Avg Inst Size Synth 10.1 µm², met1 global-route usage 0.128, worst min path class in -> out, Top Ports 130, Total Power 0.340 mW, FP Core Util 0.245, PwrDens 145 nW/µm², Peak Freq 403 MHz, grt met2 use 0.192, GR Overflow Total 0, Hold Fails Final Rpt 0, Max-cap violations 0, minimum clock period 2.48 ns, Syn Inst Count 107, Worst Setup End Kind output port, critical path type in -> out, global routing's busiest layer met2, Synth Warn # 1, first-pass GRT wire length 7360 µm, residual DRC count 0, post-CTS setup buffers 0, HPWL after DPL 4280 µm, most frequent logic cell in the layout clkdlybuf4s50_1, met3 Resource Use GR 0.0776, top cells by area mux2i_1, buf_8, buf_2, Critical Path Fanout Max 64, Top Layout Cells clkdlybuf4s50_1, mux2i_1, buf_4, Synth-to-Final Area Change 118%, post-route ant nets 0, largest net degree at the start of global routing 65, final slew viol count 0, Vias 1279, Detailed Route Iter0 Violations 27, CP arrival 1.88 ns, setup TNS 0 ns, initial antenna violation count 0, final instance area 2350 µm², cells resized by post-CTS repair 0, vias in the first global route 1355, post-synth design cell area 1080 µm², Clock buffer cells 0, Final WS setup 0.521 ns, fill count 396, startpoint types input port
critical path, stage by stage:
cell,delay (ns)
buf_4,0.09
buf_12,0.36
mux2i_1,0.14
mux2i_1,0.14
clkdlybuf4s50_1,0.52
power breakdown:
group | internal, mW | switching (mW) | total, mW
sequential | 0 | 0 | 0
clock | 0 | 0 | 0
combinational | 0.247 | 0.0931 | 0.340
total | 0.247 | 0.0931 | 0.340
metal layers:
metal / vias up / part of all wire
li1: 659 / -
met1: 553 / 0.35
met2: 65 / 0.50
met3: 2 / 0.15
met4: 0 / 0.0061
met5: - / 0
through the flow:
step | hold WS [ns] | cells
floorplan | 1.31 | 107
global placement | 2.08 | 281
global route | 2.09 | 281
finish | 2.07 | 281
detailed placement | 2.08 | 281
CTS | 2.08 | 281
worst paths after layout:
| check | cells past startpoint | endpoint | from | slack, ns |
|---|---|---|---|---|
| hold / removal | 4 | bypassed_data[10] | lower_ALU_mux_select_line[1] | 2.07 |
| setup / recovery | 5 | bypassed_data[21] | lower_ALU_mux_select_line[0] | 0.52 |
logic make-up (layout without fill, tap and decap cells):
kind of cell / Yosys count / in the layout / synth area share
buf+inv: 11 / 133 / 0.112
mux: 96 / 96 / 0.888
cells in the mapped netlist (all sizes together):
cell	number
buf	10
clkbuf	1
mux2i	96
area by class of cell:
type | count | share of cell area
timing repair buffer | 133 | 0.564
multi-input combinational | 96 | 0.408
tap | 52 | 0.0276
Power is estimated from default activity; no workload was simulated.
