===== flow/config.mk =====
export PLATFORM = sky130hd
export DESIGN_NAME = upper_ALU_mux
export DESIGN_NICKNAME = upper_ALU_mux
export VERILOG_FILES = /design/flow/design.v
export SDC_FILE = /design/flow/constraint.sdc
export NUM_CORES = 4
export LEC_CHECK = 1
export CORE_AREA = 10 10 89 89
export DIE_AREA = 0 0 99 99

===== flow/constraint.sdc =====
current_design upper_ALU_mux

set clk_period 5.0
set clk_io_pct 0.2

create_clock -name clk0 -period $clk_period

set non_clock_inputs [all_inputs -no_clocks]
set_input_delay [expr $clk_period * $clk_io_pct] -clock clk0 $non_clock_inputs
set_output_delay [expr $clk_period * $clk_io_pct] -clock clk0 [all_outputs]

===== flow/design.v =====
`timescale 1ps / 1ps
module upper_ALU_mux(input [31:0]data_from_instruction_memory,input [31:0]data_from_mem_stage,input [31:0]data_from_WB_stage,input [1:0]upper_ALU_mux_select_line,output reg [31:0]bypassed_data);
always@(*)
begin
if (upper_ALU_mux_select_line==2'b00)
bypassed_data=data_from_instruction_memory;
else if (upper_ALU_mux_select_line==2'b01)
bypassed_data=data_from_mem_stage;
else if(upper_ALU_mux_select_line==2'b10)
bypassed_data=data_from_WB_stage;
else
bypassed_data=data_from_instruction_memory;
end
endmodule

===== flow/run.sh =====
#!/bin/bash
# OpenROAD 26Q1-2900-gdf79404cd8, Yosys 0.63+post, stock flow scripts
make -C /OpenROAD-flow-scripts/flow DESIGN_CONFIG=/design/flow/config.mk WORK_HOME=/design/flow/orfs finish

==> flow_metrics.env <==
# yosys + openroad results
export IMPL_wl_met1_mm=1.63
export IMPL_drv_slew=0
export IMPL_dr_first_iter_drc_count=15
export IMPL_drc=0
export IMPL_crit_buf_inv=3
export IMPL_drive_gt1_share_pct=2.18
export IMPL_wl_per_cell_um=15.5
export IMPL_dpl_hpwl_mm=4.13
export IMPL_port_buffers=130
export IMPL_grt_total_usage_pct=8.90
export IMPL_post_synth_num_cell_types=5
export IMPL_lay_top_count="clkdlybuf4s50_1"
export IMPL_ctsHoldBuffers=0
export IMPL_rsz0062_at_grt="false"
export IMPL_ys_chip_area_um2=1080
export IMPL_place_area_um2=2370
export IMPL_ff_latch_area_um2=0
export IMPL_critical_path_slowest_cell="buf_4"
export IMPL_cp_slowest_stage_delay_ns=0.61
export IMPL_yosys_cells=107
export IMPL_finalWirelength_mm=4.72
export IMPL_vias_per_cell=4.29
export IMPL_die_area_um2=9800
export IMPL_powerDensity_nw_per_um2=84.8
export IMPL_synthAoiAreaFrac_pct=0
export IMPL_ys_seq_share_pct=0
export IMPL_holdCritPathClass="input port to primary output"
export IMPL_ys_sh_simple_pct=0
export IMPL_cpLargestDelayFamily="buffers and inverters"
export IMPL_synth_adder_area_share_pct=0
export IMPL_fp_dieW_um=99
export IMPL_via_count=1303
export IMPL_ioPinCount=130
export IMPL_setup_viol=0
export IMPL_mux_share_pct=88.8
export IMPL_wl_met3_um=692
export IMPL_num_rows=28
export IMPL_globalplace_congestion=0.799
export IMPL_wl_met2_mm=2.40
export IMPL_grt_overflow=0
export IMPL_grt_pass1_wl_mm=7.33
export IMPL_crit_type="input port to primary output"
export IMPL_yosysWarningCount=1
export IMPL_cts_repair_resized=0
export IMPL_xor_share_pct=0
export IMPL_synth_comb_largest_family="multiplexers"
export IMPL_first_pass_iters=2
export IMPL_peakVddDrop_mv=0.0615
export IMPL_whs_ns=2.90
export IMPL_start_kind="input port"
export IMPL_max_freq_mhz=272
export IMPL_antenna_found_initial=0
export IMPL_ant_nets=0
export IMPL_syn_inst=107
export IMPL_fp_util_pct=18.1
export IMPL_end_kind="primary output"
export IMPL_syn_to_final_growth_pct=119
export IMPL_design_area_um2=2370
export IMPL_highest_signal_layer="met3"
export IMPL_post_cts_buffers=0
export IMPL_ff_count=0
export IMPL_antennaDiodeCount=0
export IMPL_nClkBuffers=0
export IMPL_setup_tns_ns=0
export IMPL_period_used_pct=73.5
export IMPL_drv_cap=0
export IMPL_synth_avg_cell_area_um2=10.1
export IMPL_grt_max_degree=52
export IMPL_fin_crit_ns=3.68
export IMPL_status="completed"
export IMPL_warning_count=32
export IMPL_n_fill_cell=587
export IMPL_critPathArrivalTime_ns=2.68
export IMPL_cp_max_fo=51
export IMPL_max_slew_margin_rel_pct=47.6
export IMPL_syn_area_um2=1080
export IMPL_dpl_cell_count=304
export IMPL_fin_cells=304
export IMPL_hold_viol_final=0
export IMPL_die_h_um=99
export IMPL_required_ns=4.00
export IMPL_final_cell_mix="clkdlybuf4s50_1 (128), mux2i_1 (96), buf_4 (4)"
export IMPL_core_region_area_um2=5990
export IMPL_grt_pass1_vias=1450
export IMPL_p_leak_nw=1.09
export IMPL_worst_pin_slew_ns=0.786
export IMPL_cp_cell_sequence="buf_4, buf_4, mux2i_1, mux2i_1, clkdlybuf4s50_1"
==> synth_stat cells (all sizes together) <==
| master | instances | share of area (%) |
|---|---|---|
| clkbuf | 1 | 0.46 |
| mux2i | 96 | 89 |
| buf | 10 | 11 |
==> cells by family after synthesis <==
group | Yosys count
muxes | 96
buffers and inverters | 11
==> stage by stage <==
| step | power [mW] | util, % | setup slack (ns) |
|---|---|---|---|
| floorplan | 0.0704 | - | 2.45 |
| global placement | 0.205 | 39.6 | 1.31 |
| detailed placement | 0.204 | 39.6 | 1.28 |
| CTS | 0.206 | 39.6 | 1.28 |
| global route | 0.220 | 39.6 | 1.18 |
| finish | 0.201 | 39.6 | 1.32 |
==> path summary, 6_finish.rpt <==
| path | start | endpoint | cells past startpoint |
|---|---|---|---|
| max | upper_ALU_mux_select_line[0] | bypassed_data[7] | 5 |
| min | upper_ALU_mux_select_line[1] | bypassed_data[28] | 3 |
==> layout make-up <==
| cell class | instances | area, um^2 | area share [%] |
|---|---|---|---|
| tap | 75 | 93.8 | 3.96 |
| multi-input combinational | 96 | 961 | 40.5 |
| timing repair buffer | 133 | 1320 | 55.5 |
==> worst min-delay path: cells and delay by family <==
family	cells	cell delay (ns)
muxes	1	0.19
buffers and inverters	2	0.71
==> where the power goes <==
group,switching [mW],leakage [nW],total [mW],internal (mW)
sequential,0,0,0,0
combinational,0.0539,1.09,0.201,0.147
clock,0,0,0,0
total,0.0539,1.09,0.201,0.147
==> per-layer routing <==
metal  vias up  global-route usage, %
met3         0                   5.57
met2        66                   16.4
met5         -                      0
met1       577                   8.73
li1        660                      -
met4         0                      0
Power figures rest on the tool's default switching activity, not on a simulated workload.
